===== config.mk =====
export PLATFORM = sky130hd
export DESIGN_NAME = uart_sender
export DESIGN_NICKNAME = uart_sender
export VERILOG_FILES = /design/flow/design.v
export SDC_FILE = /design/flow/constraint.sdc
export NUM_CORES = 4
export LEC_CHECK = 1
export CORE_AREA = 10 10 113 113
export DIE_AREA = 0 0 123 123

===== constraint.sdc =====
current_design uart_sender

set clk_period 4.6
set clk_io_pct 0.2

create_clock -name clk0 -period $clk_period [get_ports {clk}]

set non_clock_inputs [all_inputs -no_clocks]
set_input_delay [expr $clk_period * $clk_io_pct] -clock clk0 $non_clock_inputs
set_output_delay [expr $clk_period * $clk_io_pct] -clock clk0 [all_outputs]

===== design.v =====
module uart_sender (
    input  wire       clk,
    input  wire       rst,
    input  wire       send_en,
    input  wire [7:0] send_data,
    output reg        busy,
    output wire       tx
);
    reg        uart_tx_en;
    reg [7:0]  uart_tx_data;
    wire       uart_tx_busy;
    uart_tx #(
        .BIT_RATE(115_200),
        .PAYLOAD_BITS(8),
        .CLK_HZ(50_000_000)
    ) u_tx (
        .clk(clk),
        .resetn(~rst),
        .uart_txd(tx),
        .uart_tx_busy(uart_tx_busy),
        .uart_tx_en(uart_tx_en),
        .uart_tx_data(uart_tx_data)
    );
    always @(posedge clk or posedge rst) begin
        if (rst) begin
            uart_tx_en   <= 1'b0;
            uart_tx_data <= 8'h00;
            busy         <= 1'b0;
        end else begin
            uart_tx_en <= 1'b0;  
            if (send_en && !uart_tx_busy) begin
                uart_tx_data <= send_data;
                uart_tx_en   <= 1'b1;
                busy         <= 1'b1;
            end else if (!uart_tx_busy) begin
                busy <= 1'b0;
            end
        end
    end
endmodule
module uart_tx(
  input  wire clk,
  input  wire resetn,           
  output wire uart_txd,
  output wire uart_tx_busy,
  input  wire uart_tx_en,
  input  wire [PAYLOAD_BITS-1:0] uart_tx_data
);
parameter BIT_RATE=115_200, CLK_HZ=50_000_000, PAYLOAD_BITS=8, STOP_BITS=1;
localparam integer CYCLES_PER_BIT = CLK_HZ / BIT_RATE;
localparam integer COUNT_W  = 1 + $clog2(CYCLES_PER_BIT);
localparam integer BITCNT_W = (PAYLOAD_BITS<=2)?2:1+$clog2(PAYLOAD_BITS);
reg [2:0] state, nstate;
localparam S_IDLE=0,S_START=1,S_SEND=2,S_STOP=3;
reg [COUNT_W-1:0]  cyc;
wire next_bit = (cyc==CYCLES_PER_BIT-1);
reg [BITCNT_W-1:0] bitc;
wire payload_last = (bitc==PAYLOAD_BITS-1);
reg [$clog2(STOP_BITS+1)-1:0] stopc;
wire stop_last = (stopc==STOP_BITS-1);
reg [PAYLOAD_BITS-1:0] sh;
reg tx;
assign uart_txd     = tx;
assign uart_tx_busy = (state!=S_IDLE);
always @(*) begin
  case (state)
    S_IDLE : nstate = uart_tx_en            ? S_START : S_IDLE;
    S_START: nstate = next_bit              ? S_SEND  : S_START;
    S_SEND : nstate = (next_bit && payload_last) ? S_STOP  : S_SEND;
    S_STOP : nstate = (next_bit && stop_last)    ? S_IDLE  : S_STOP;
    default: nstate = S_IDLE;
  endcase
end
always @(posedge clk) begin
  if(!resetn) cyc <= 0;
  else if(state==S_START||state==S_SEND||state==S_STOP)
    cyc <= next_bit ? 0 : (cyc+1'b1);
  else cyc <= 0;
end
always @(posedge clk) begin
  if(!resetn) sh <= 0;
  else if(state==S_IDLE && uart_tx_en) sh <= uart_tx_data;
  else if(state==S_SEND && next_bit)   sh <= {1'b0, sh[PAYLOAD_BITS-1:1]};
end
always @(posedge clk) begin
  if(!resetn) bitc <= 0;
  else if(state==S_START && next_bit)             bitc <= 0;
  else if(state==S_SEND && next_bit && !payload_last) bitc <= bitc + 1'b1;
  else if(state==S_SEND && next_bit &&  payload_last) bitc <= 0;
end
always @(posedge clk) begin
  if(!resetn) stopc <= 0;
  else if(state==S_STOP && next_bit && !stop_last) stopc <= stopc + 1'b1;
  else if(state!=S_STOP) stopc <= 0;
end
always @(posedge clk) begin
  if(!resetn) state <= S_IDLE;
  else        state <= nstate;
end
always @(posedge clk) begin
  if(!resetn)               tx <= 1'b1;
  else case (state)
    S_IDLE  : tx <= 1'b1;
    S_START : tx <= 1'b0;
    S_SEND  : tx <= sh[0];
    S_STOP  : tx <= 1'b1;
  endcase
end
endmodule

===== run.sh =====
#!/bin/bash
# OpenROAD 26Q1-2900-gdf79404cd8, Yosys 0.63+post, stock flow scripts
make -C /OpenROAD-flow-scripts/flow DESIGN_CONFIG=/design/flow/config.mk WORK_HOME=/design/flow/orfs finish

==> Slide: Implementation Results <==
Key Metrics from the Run

Outcome
  • Outcome: finished, final reports clean

Finish
  • Layout overhead on the synthesized area: 22.6%
  • Fillers: between 1000 and 1500
  • Post-route core utilization: 18.9%
  • Area of combinational cells with multiple inputs: between 700 and 800 um^2
  • Fraction of final layout cells with drive strength greater than 1: around an eighth
  • Sequential cell area: 771 um^2
  • Final non-filler cell total: roughly 310

Critical path
  • Crit end category: flop
  • Start point of the critical path: u_tx.state[0]
  • Crit path cell chain: inv_1 > ha_1 > inv_1 > or4_2 > nand4bb_1 > a21oi_1
  • CP most frequent cell: sky130_fd_sc_hd__inv_1
  • Worst-path cell with the longest stage delay: sky130_fd_sc_hd__or4_2
  • Reg-to-Reg Start: u_tx.state[0]
  • Largest incremental delay on the critical path: approximately 0.86 ns
  • Data required time of the critical path: a little under 5 ns
  • Arrival @ worst endpoint: ~2.4 ns
  • Maximum fanout along the worst path: 9
  • WS Path Type: flop to flop
  • Type of origin of the critical path: flop

Synthesis
  • Yosys stat area: between 1500 and 2000 um^2
  • Cell Type Count: 29
  • Post-synthesis sequential area ratio: 48.4%
  • Count of instantiated cells in the yosys netlist: 158
  • Fraction of synthesis flops using an asynchronous set or reset pin: 27.8%
  • Syn avg cell area: a little over 10 um^2
  • Main flop type after synthesis: sky130_fd_sc_hd__dfxtp_1
  • Synth cell count leaders: sky130_fd_sc_hd__dfxtp_1, sky130_fd_sc_hd__a21oi_1, sky130_fd_sc_hd__nor2_1, sky130_fd_sc_hd__o21ai_0, sky130_fd_sc_hd__dfrtp_1
  • Post-synth area hogs: sky130_fd_sc_hd__dfxtp_1, sky130_fd_sc_hd__dfrtp_1, sky130_fd_sc_hd__ha_1, sky130_fd_sc_hd__mux2_2, sky130_fd_sc_hd__mux2i_1
  • Post-Syn Area: roughly 1600 um^2
  • Synth top cell by count: sky130_fd_sc_hd__dfxtp_1
  • Synth area leader: sky130_fd_sc_hd__dfxtp_1
  • Instance tally after logic synthesis: around 160
  • Area share, top type: 32.7%
  • Post-synth EDFFs: 0
  • Number of flip-flops and latches in the synthesized netlist: 36
  • Warnings from Yosys: 2

STA
  • Period utilisation layout: 47.3%
  • Unrepaired setup endpoints after global routing: no
  • Total Neg Setup Slack: 0 ns
  • Slew margin rel.: a little under two thirds
  • Transition time at the pin with the least slew margin: ~0.55 ns
  • Final critical path time including I/O delays and setup: between 2 and 2.5 ns
  • Max Fclk: between 0.4 and 0.5 GHz
  • Max-slew violation count: 0
  • Setup violations, final: 0
  • Final Skew: 0.00700 ns
  • Fin. Hold Viols: 0

CTS
  • Later-pin clock latency in the skew report: approximately 0.28 ns
  • Post_cts resized: 0
  • Clock edge transition at the registers on the reported setup and hold paths: about 0.070 ns
  • Number of buffers created by CTS: 5
  • Clock tree from TritonCTS: yes
  • Clock sink count: 36
  • H-tree depth reported by CTS: 2
  • Post-cts hold-fix buffer tally: 0
  • Post-CTS setup-driven buffer insertion count: 0
  • CTS root buf: sky130_fd_sc_hd__clkbuf_8
  • Maximum count of clock buffers along a single path: 2

Worst hold path
  • Classification of the worst-slack hold path: flop to flop
  • Hold path startpoint: u_tx.stopc

Flow run
  • Maxcap violations: 0
  • Tool Warnings: 31

Global route
  • Total gr overflow: 0
  • Via count of the first global-routing pass: 1037
  • Initial antenna violation count: 0
  • GRT Overall Usage: around 3.7%
  • Wire length of the first global-routing pass: around 4.7 mm
  • Pin count of the biggest net entering global routing: 19

Drt
  • Post-detailed-route wirelength per cell: roughly 9 um
  • Total wire length: 2.82 mm
  • Iter 0 DRT Violations: 28
  • Via density per instance: between 3 and 4
  • ANT nets after route: 0
  • DRC violations left: 0
  • 1st-pass router iterations: 3
  • Ant diodes: 0
  • Vias after detailed routing: roughly 1100

Die
  • Core Util at FP: about 15%
  • Die Span Y: approximately 120 um
  • Area of the chip: about 15000 um^2
  • Horizontal die size: ~120 um
  • Total number of placement rows: 37
  • Area of the core region: just over 10000 um^2
  • I/O Pins: 13

Power and ir drop
  • Leak Pwr: 0.702 nW
  • Total power draw: between 0.6 and 0.7 mW
  • Power per Cell Area: 331 nW/um^2
  • Maximum resistive drop on vdd: ~0.12 mV

Placed design
  • Count of port buffers added during placement: 12
  • Half-perimeter wire length of the detailed placement result: around 2.1 mm
  • GPL Wtd Cong: 0.731
  • Number of placed cells counting well taps: 301
[sequential cells by signal, summed over array words and instances, names as in the netlist]
name	flops
busy	1
u_tx.bitc	4
u_tx.cyc	10
u_tx.sh	8
u_tx.state	2
u_tx.stopc	1
u_tx.tx	1
uart_tx_data	8
uart_tx_en	1
[final timing paths]
path                                   end  slack, ns  depth (start not counted)
max                           u_tx.bitc[1]       2.43                          6
min                             u_tx.stopc       0.44                          2
max reg2reg                   u_tx.bitc[1]       2.43                          6
min reg2reg                     u_tx.stopc       0.44                          2
max in group asynchronous             busy       2.98                          2
min in group asynchronous  uart_tx_data[2]       1.26                          2
[per-stage QoR]
step | setup slack (ns) | hold WS, ns | instance area, um^2
after floorplan | 2.61 | 0.418 | 1590
after global placement | 2.18 | 0.427 | 1860
after detailed placement | 2.15 | 0.434 | 1860
after CTS | 2.41 | 0.446 | 1950
after global routing | 2.23 | 0.458 | 1950
final | 2.43 | 0.445 | 1950
[cell families (layout without fill, tap and decap cells)]
group | after synthesis | after routing | synth area share, %
DFF | 36 | 36 | 48.4
AOI/OAI and AO/OA | 30 | 30 | 9.90
and+or+nand+nor | 46 | 46 | 15.8
muxes | 17 | 17 | 11.4
xor gates and xnor gates | 8 | 8 | 4.40
adders and majority gates | 9 | 9 | 7.07
buffers and inverters | 12 | 27 | 3.06
[final cells by class]
cell class | count | area share, %
Timing Repair Buffer | 12 | 6.15
Sequential cell | 36 | 39.5
Tap cell | 136 | 8.71
Clock buffer | 6 | 4.23
Multi-Input combinational cell | 110 | 39.6
Clock inverter | 2 | 0.512
Inverter | 7 | 1.35
[metal layers]
| metal | global-route usage (%) | wire, um | vias up |
|---|---|---|---|
| li1 | - | - | 580 |
| met1 | 4.66 | 1290 | 499 |
| met2 | 5.89 | 1310 | 15 |
| met3 | 1.39 | 149 | 4 |
| met4 | 1.02 | 75 | 0 |
| met5 | 0 | 0 | - |
[layout by cell type, fill, tap and decap left out]
master and count:
sky130_fd_sc_hd__or3_2 2, sky130_fd_sc_hd__or3b_4 1, sky130_fd_sc_hd__clkbuf_8 6, sky130_fd_sc_hd__nor3_1 4, sky130_fd_sc_hd__mux2_2 9, sky130_fd_sc_hd__a21boi_0 1, sky130_fd_sc_hd__nor2_1 14, sky130_fd_sc_hd__nand4bb_1 2
sky130_fd_sc_hd__o221ai_1 1, sky130_fd_sc_hd__and2_1 1, sky130_fd_sc_hd__nand4_1 2, sky130_fd_sc_hd__xor2_1 1, sky130_fd_sc_hd__dfrtp_1 10, sky130_fd_sc_hd__clkdlybuf4s50_1 12, sky130_fd_sc_hd__or3_1 1, sky130_fd_sc_hd__clkinv_2 2
sky130_fd_sc_hd__ha_1 9, sky130_fd_sc_hd__dfxtp_1 26, sky130_fd_sc_hd__o21ai_0 12, sky130_fd_sc_hd__or4_2 1, sky130_fd_sc_hd__a31oi_1 1, sky130_fd_sc_hd__inv_1 7, sky130_fd_sc_hd__nand3_1 5, sky130_fd_sc_hd__nor2b_1 3
sky130_fd_sc_hd__nand2_1 7, sky130_fd_sc_hd__mux2i_1 8, sky130_fd_sc_hd__a21oi_1 15, sky130_fd_sc_hd__or4_4 1, sky130_fd_sc_hd__or4_1 2, sky130_fd_sc_hd__xnor2_1 7
[report_power, final]
| part | switching [mW] | total [mW] | leakage [nW] | internal, mW |
|---|---|---|---|---|
| registers | 0.0132 | 0.352 | 0.330 | 0.339 |
| clock network | 0.109 | 0.228 | 0.0510 | 0.119 |
| logic | 0.0296 | 0.0668 | 0.322 | 0.0372 |
[critical path, delay by kind of cell, from the launching register on]
family                   cells  cell delay (ns)
adder cells (fa/ha/maj)      1             0.30
buffers and inverters        2             0.19
AND-OR/OR-AND                1             0.14
AND/OR/NAND/NOR              2             1.12
flip-flops                   1             0.34
No activity file was given, so power comes from the tool's default toggle rates.
